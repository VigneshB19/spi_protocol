[config.mk]
export PLATFORM = sky130hd
export DESIGN_NAME = slave
export DESIGN_NICKNAME = slave
export VERILOG_FILES = /design/flow/design.v
export SDC_FILE = /design/flow/constraint.sdc
export NUM_CORES = 4
export LEC_CHECK = 1
export CORE_UTILIZATION = 40
[constraint.sdc]
current_design slave

set clk_period 11.0
set clk_io_pct 0.2

create_clock -name clk0 -period $clk_period [get_ports {clk}]

set non_clock_inputs [all_inputs -no_clocks]
set_input_delay [expr $clk_period * $clk_io_pct] -clock clk0 $non_clock_inputs
set_output_delay [expr $clk_period * $clk_io_pct] -clock clk0 [all_outputs]
[design.v]
module slave (input[1:0] MODE,input reg [7:0] data_in,input reset,input clk,
	      input MOSI , output reg MISO,input CS,output reg [7:0] data_out);
reg entered;
reg [7:0] R_data;
reg [7:0] T_data; 
reg done; 
integer count;
reg is_read;
always@(posedge clk)
begin
if((reset||!is_read))
begin
T_data=data_in;
count=0;
entered=0;
done=0;
end
if(!CS)
begin
     if(entered)
      begin
      R_data={MOSI,R_data[7:1]};
      count=count+1;  
        if(count==8)
        begin 
        count=0;
        entered=0; 
        data_out=R_data;
        is_read=0;
        done=1; 
        end
      end 
end
end
always@(negedge clk)
begin
if((reset||!is_read))
begin
T_data=data_in;
count=0;
entered=0;
done=0;
end
if(!CS)
begin
      if(!done)
        begin       
        MISO=T_data[7];
        T_data={T_data[6:0],1'bx};   
        entered=1;
        is_read=1; 
        end
end
end
endmodule
[run.sh]
#!/bin/bash
# OpenROAD 26Q1-2900-gdf79404cd8, Yosys 0.63+post, stock flow scripts
make -C /OpenROAD-flow-scripts/flow DESIGN_CONFIG=/design/flow/config.mk WORK_HOME=/design/flow/orfs finish
==> changes_impl.md <==
### Changed

* Top FF cell, synth: dfxtp_1
* Post-synth ARST share at 0%
* Stopping stage: synthesis (1_2_yosys)
* Synth Warn # at 1
* YS chip area at about 4000 um2
* Outcome: stopped before the end
* Distinct cell type count of the synthesized netlist at ~50
* Error: ERROR: Found 42 problems in 'check -assert'.
* Seq share, synth at 54.3%
* Number of cells in Yosys stat at ~400
* Count of library flops with an enable pin at 16
* Ys flops at approximately 100
==> cells by family after synthesis <==
| family | share of synthesized area, % |
|---|---|
| XOR/XNOR | 6.38 |
| buffers and inverters | 3.46 |
| AND/OR/NAND/NOR | 24.6 |
| flip-flops | 54.3 |
| AND-OR/OR-AND | 6.60 |
| multiplexers | 4.62 |
==> synth_stat cells (2+ instances only) <==
library cell | n | area [um2]
o31ai_1 | 6 | 45.0
dfxtp_1 | 84 | 1680
nor2b_1 | 30 | 188
or4_1 | 4 | 30.0
o21ai_0 | 12 | 60.1
inv_1 | 15 | 56.3
mux2i_1 | 15 | 150
edfxtp_1 | 16 | 480
a21oi_1 | 8 | 40.0
and3_1 | 4 | 25.0
xor2_1 | 17 | 149
nor4_1 | 5 | 31.3
mux2_2 | 3 | 33.8
clkbuf_1 | 14 | 52.6
buf_2 | 2 | 10.0
or2_2 | 3 | 18.8
nand2_1 | 23 | 86.3
buf_1 | 2 | 7.51
a21o_1 | 2 | 15.0
nand3_1 | 21 | 105
nand3b_1 | 2 | 15.0
or3_1 | 11 | 68.8
a31oi_1 | 3 | 18.8
and4b_1 | 3 | 30.0
xnor2_1 | 12 | 105
nand2b_1 | 3 | 18.8
o211ai_1 | 2 | 15.0
and3b_1 | 2 | 17.5
nor2_1 | 32 | 120
nor3_1 | 10 | 50.1
nand4_1 | 8 | 50.1
